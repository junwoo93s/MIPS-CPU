==> design/flow/design.v <==
`timescale 1ns / 1ps
module Control(ifid_out, regrt, wreg,m2reg,wmem,aluimm,aluc);
input [31:0] ifid_out;
wire [5:0] op = {ifid_out[31:26]};
wire [5:0] func = {ifid_out[5:0]};
output reg regrt, wreg,m2reg,wmem,aluimm;
output reg [3:0] aluc;
always@(*)
                if (op ==6'b000000)
                begin
                if (func == 6'b100000)  
                begin
                regrt <= 0;
                wreg <= 1;
                m2reg <= 0;
                wmem <= 0;
                aluimm <=0;
                aluc <= 4'b0010;
                end
                else if (func == 6'b100010)  
                begin
                regrt <= 0;
                wreg <= 1;
                m2reg <= 0;
                wmem <= 0;
                aluimm <=0;
                aluc <=4'b0101;
                end
                else if (func == 6'b100100)  
                begin
                regrt <= 0;
                wreg <= 1;
                m2reg <= 0;
                wmem <= 0;
                aluimm <=0;
                aluc <=4'b0000;
                end
                else if (func == 6'b100101)  
                begin
                regrt <= 0;
                wreg <= 1;
                m2reg <= 0;
                wmem <= 0;
                aluimm <=0;
                aluc <=4'b0001;
                end
                else if (func == 6'b100110)  
                begin
                regrt <= 0;
                wreg <= 1;
                m2reg <= 0;
                wmem <= 0;
                aluimm <=0;
                aluc <=4'b0011;
                end
                end
endmodule
`timescale 1ns / 1ps
module Dmem(
    input [31:0] malu_out,
    input [31:0] mqb,
    input mwmem, 
    output wire [31:0] dmem_out
    );
    reg [7:0] DMEMO [250:0];
    initial 
    begin
    DMEMO[0] = 'hA00000AA;
    DMEMO[1] = 'h10000011;
    DMEMO[2] = 'h20000022;
    DMEMO[3] = 'h30000033;
    DMEMO[4] = 'h40000044;
    DMEMO[5] = 'h50000055;
    DMEMO[6] = 'h60000066;
    DMEMO[7] = 'h70000077;
    DMEMO[8] = 'h80000088;
    DMEMO[9] = 'h90000099;
    end
    assign dmem_out = DMEMO[malu_out/4];
endmodule
`timescale 1ns / 1ps
module EXEMEM(
    input clk,
    input ewreg,em2reg,ewmem,
    input [4:0] emux_id_out,
    input [31:0] alu_out,
    input [31:0] eqb,
    output reg mwreg,mm2reg,mwmem,
    output reg [4:0] mmux_id_out,
    output reg [31:0] malu_out,
    output reg [31:0] mqb
    );
    always@(posedge clk)
    begin
    mwreg <= ewreg;
    mm2reg <= em2reg;
    mwmem <= ewmem;
    mmux_id_out <= emux_id_out;
    malu_out <= alu_out;
    mqb <= eqb;
    end
endmodule
`timescale 1ns / 1ps
module IDEXE_(
    input clk,
    input  wreg, m2reg, wmem, aluimm,
    input  [3:0] aluc,
    input  [4:0] mux_id_out,
    input  [31:0] sign_ex_out,
    input  [31:0] qa, qb,
    output reg ewreg, em2reg, ewmem, ealuimm,
    output reg [3:0] ealuc,
    output reg [4:0] emux_id_out,
    output reg [31:0] esign_ex_out,
    output reg [31:0] eqa, eqb
    );
    always@(posedge clk)
    begin
    ewreg = wreg;
    em2reg = m2reg;
    ewmem =wmem;
    ealuimm = aluimm;
    ealuc =aluc;
    emux_id_out =mux_id_out;
    esign_ex_out =sign_ex_out;
    eqa=qa;
    eqb=qb;
    end
endmodule
`timescale 1ns / 1ps
module IFID(
    input clk,
    input [31:0] imem_out,
    output reg [31:0] ifid_out
    );
    always@(posedge clk)
    begin
    ifid_out <= imem_out;
    end
endmodule
`timescale 1ns / 1ps
module IMEM(
    input [31:0] pc_inout,
    output reg [31:0] imem_out
    );
    reg [31:0] MEMO [0:250];
    always @(pc_inout)
    begin
    case (pc_inout)
        100: imem_out = 32'h00221820;
        104: imem_out = 32'h00221820;  
        108: imem_out = 32'h00221820;  
        112: imem_out = 32'h00221820;  
        116: imem_out = 32'h01232022;
        120: imem_out = 32'h00692825;
        124: imem_out = 32'h00693026;
        128: imem_out = 32'h00693824;
    endcase
    end
endmodule
`timescale 1ns / 1ps
module MEMWB(
    input clk,
    input mwreg,mm2reg,
    input [4:0] mmux_id_out,
    input [31:0] malu_out,
    input [31:0] dmem_out,
    output reg wwreg,wm2reg,
    output reg [4:0] wmux_id_out,
    output reg [31:0] walu_out,
    output reg [31:0] wdmem_out
    );
    always@(posedge clk)
    begin
    wwreg <= mwreg;
    wm2reg <= mm2reg;
    wmux_id_out <= mmux_id_out;
    walu_out <= malu_out;
    wdmem_out <= dmem_out;
    end
endmodule
`timescale 1ns / 1ps
module MUX_ID(clk,ifid_out,regrt,mux_id_out);
    input clk;
    input [31:0] ifid_out;
    input regrt;
    wire [4:0] rd = {ifid_out [15:11]};
    wire [4:0] rt = {ifid_out [20:16]};
    output reg [4:0] mux_id_out;
    always@(negedge clk)
    begin
    if (regrt == 'b1)
    begin 
    mux_id_out <= rt;
    end
    else if (regrt == 0)
    begin 
    mux_id_out <= rd;
    end 
    end
endmodule
`timescale 1ns / 1ps
module PC(
    input clk, switch,
    output reg [31:0] pc_inout,
    output reg [31:0] pc_add4
    );
    initial
    begin
        pc_inout = 32'd100;
    end
    always @(posedge clk)
    begin
        if (switch == 1)
            pc_inout <= pc_add4;
        else
            pc_inout = 32'd100;
    end
    always @(pc_inout)
    begin
        pc_add4 = pc_inout + 32'd4;
    end
endmodule
`timescale 1ns / 1ps
module REG_id(
input clk,
input [31:0] ifid_out,
input wwreg,
input [4:0] wmux_id_out,
input [31:0] wmux_out,
output wire [31:0] qa, qb
);
reg [31:0] REGM[31:0];
wire [4:0] rs = {ifid_out[25:21]};
wire [4:0] rt = {ifid_out[20:16]};
initial
begin
REGM[0] <= 'h00000000;
REGM[1] <= 'hA00000AA;
REGM[2] <= 'h10000011;
REGM[3] <= 'h20000022;
REGM[4] <= 'h30000033;
REGM[5] <= 'h40000044;
REGM[6] <= 'h50000055;
REGM[7] <= 'h60000066;
REGM[8] <= 'h70000077;
REGM[9] <= 'h80000088;
REGM[10] <= 'h90000099;
end
assign qa = REGM[rs];
assign qb = REGM[rt];
always@(negedge clk)
    begin
    if (wwreg)
    begin
    REGM[wmux_id_out] =wmux_out;
    end
    end
endmodule
`timescale 1ns / 1ps
module Sign_EX(ifid_out, sign_ex_out);
    input [31:0] ifid_out;
    output [31:0] sign_ex_out;
    wire [15:0] imm = {ifid_out [15:0]};
    assign sign_ex_out = {{16{imm[15]}},imm[15:0]};
endmodule
`timescale 1ns / 1ps
module WMUX(    
    input wire wm2reg,
    input wire [31:0] walu_out,
    input wire [31:0] wdmem_out,
    output reg [31:0] wmux_out);
always@(walu_out or wdmem_out or wm2reg)
begin
if (wm2reg)
begin
wmux_out <= wdmem_out;
end
else
begin
wmux_out <= walu_out;
end
end
endmodule
`timescale 1ns / 1ps
module alu(
input clk,
input [31:0] eqa,
input [31:0] mux_exe_out,
input [3:0] ealuc,
output reg [31:0] alu_out
);
always@(*)
begin
case (ealuc)
'b0000: alu_out <= eqa&mux_exe_out;  
'b0001: alu_out <= eqa|mux_exe_out;  
'b0010: alu_out <= eqa+mux_exe_out;  
'b0011: alu_out <= eqa^mux_exe_out;  
'b0100: alu_out <= ~(eqa|mux_exe_out);  
'b0101: alu_out <= eqa - mux_exe_out;  
endcase
end
endmodule
`timescale 1ns / 1ps
module lab4_main(
    input wire clk, switch,
    output reg out
    );
    wire [31:0] malu_out;
    wire [31:0] pc_inout;
    wire [31:0] ifid_out;
    wire ewreg, em2reg, ewmem, ealuimm;
    wire [3:0] ealuc;
    wire [4:0] emux_id_out;
    wire [31:0] esign_ex_out;
    wire [31:0] eqa,eqb;
    wire mwreg,mm2reg,mwmem;
    wire [4:0] mmux_id_out;
    wire [31:0] mqb;
    wire wwreg,wm2reg;
    wire [4:0] wmux_id_out;
    wire [31:0] walu_out;
    wire [31:0] wdmem_out;
    wire [31:0] wmux_out;
    wire wreg, m2reg,wmem,aluimm;
    wire [3:0] aluc;
    wire [4:0] mux_id_out;
    wire [31:0] sign_ex_out;
    wire [31:0] qa, qb;
    wire [31:0] imem_out; 
    wire [31:0] pc_add4;
    wire regrt;
    wire [31:0] mux_exe_out;
    wire [31:0] alu_out;
    wire [31:0] dmem_out;    
    PC PC_call (clk,switch,pc_inout,pc_add4);
    IMEM IMEM_call (pc_inout,imem_out);
    IFID IFID_call (clk, imem_out, ifid_out);
    Control Control_call (ifid_out, regrt, wreg,m2reg,wmem,aluimm,aluc);
    MUX_ID MUX_ID_call (clk,ifid_out,regrt,mux_id_out);
    Sign_EX Sign_EX_call (ifid_out, sign_ex_out);
    REG_id REG_id_call (clk,ifid_out,wwreg,wmux_id_out,wmux_out, qa, qb);
    IDEXE_ IDEXE_call (clk,wreg,m2reg,wmem,aluimm,aluc,mux_id_out,sign_ex_out,qa,qb,ewreg,em2reg,ewmem,ealuimm,ealuc,emux_id_out,esign_ex_out,eqa,eqb);
    mux_exe mux_exe_call (eqb,ealuimm,esign_ex_out,mux_exe_out);
    alu alu_call (clk,eqa,mux_exe_out,ealuc,alu_out);
    EXEMEM EXEMEM_call (clk, ewreg,em2reg,ewmem,emux_id_out,alu_out,eqb,mwreg,mm2reg,mwmem,mmux_id_out,malu_out,mqb);
    Dmem Dmem_call (malu_out,mqb,mwmem, dmem_out);
    MEMWB MEMWB_call (clk,mwreg,mm2reg,mmux_id_out,malu_out,dmem_out,wwreg,wm2reg,wmux_id_out,walu_out,wdmem_out);
    WMUX WMUX_call (wm2reg,walu_out,wdmem_out,wmux_out);
    initial
    begin
        out = 1'b0;
    end
    always @ (posedge clk)
    begin
    if (pc_inout == 32'd132)
        begin
            out = 1'b1;
        end
    else if (switch == 0)
        begin
            out = 1'b0;
        end
    end
endmodule
    `timescale 1ns / 1ps
    module mux_exe(
        input wire [31:0] eqb,
        input wire ealuimm,
        input wire [31:0] esign_ex_out,
        output reg [31:0] mux_exe_out
        );
         always@(eqb,ealuimm,esign_ex_out)
           begin
           if (ealuimm == 1)
           begin 
           mux_exe_out <= esign_ex_out;
           end
           else
           begin 
           mux_exe_out <= eqb;
           end 
           end
    endmodule
==> design/flow/run.sh <==
#!/bin/bash
# OpenROAD 26Q1-2900-gdf79404cd8, Yosys 0.63+post, stock flow scripts
make -C /OpenROAD-flow-scripts/flow DESIGN_CONFIG=/design/flow/config.mk WORK_HOME=/design/flow/orfs finish
==> design/flow/config.mk <==
export PLATFORM = sky130hd
export DESIGN_NAME = lab4_main
export DESIGN_NICKNAME = lab4_main
export VERILOG_FILES = /design/flow/design.v
export SDC_FILE = /design/flow/constraint.sdc
export NUM_CORES = 4
export LEC_CHECK = 1
export CORE_UTILIZATION = 30
==> design/flow/constraint.sdc <==
current_design lab4_main

set clk_period 6.4
set clk_io_pct 0.2

create_clock -name clk0 -period $clk_period [get_ports {clk}]

set non_clock_inputs [all_inputs -no_clocks]
set_input_delay [expr $clk_period * $clk_io_pct] -clock clk0 $non_clock_inputs
set_output_delay [expr $clk_period * $clk_io_pct] -clock clk0 [all_outputs]
==> out/metrics.json <==
{
  "setup_path": {
    "rr_worst_depth": 4,
    "arrival_ns": 2.64,
    "end_kind": "register",
    "critPathRequiredTime_ns": 6.54,
    "worst-path-max-fanout": 24,
    "critical_path.slowest_cell": "sky130_fd_sc_hd__inv_1",
    "crit_path_start_kind": "primary input",
    "critPathMaxStageDelay_ns": 0.66,
    "cp_cell_sequence": "clkdlybuf4s50_1, inv_1, nor2_1",
    "path_class": "in -> reg"
  },
  "floorplan": {
    "coreArea_um2": 4786,
    "placementRows": 25,
    "dieWidth_um": 73.16,
    "die_area_um2": 5352,
    "floorplanUtilization": 0.3174,
    "ios": 3,
    "chipHeight_um": 73.16
  },
  "clocking": {
    "hold_bufs_at_cts": 0,
    "clk-insertion-delay-late_ns": 0.28,
    "clockBufferDepth": 2,
    "htree_num_levels": 2,
    "postCtsSetupBuffers": 0,
    "clock_sinks": 31,
    "cts-root-buf": "sky130_fd_sc_hd__clkbuf_8",
    "post_cts_resize_count": 0,
    "register_clock_pin_slew_on_the_reported_worst_setup_and_hold_paths_ns": 0.06,
    "cts-buffers-inserted": 5,
    "tritoncts": "done"
  },
  "global_route": {
    "grt_pass1_wl_um": 5333,
    "grt_overflow": 0,
    "grt_antenna_before_repair": 0,
    "globalRouteTotalUtil": 0.1282,
    "grt_max_degree": 25,
    "via_count_of_the_first_global_routing_pass": 1169
  },
  "yosys": {
    "synth_sequential_area_ratio": 0.4086,
    "syn_area_um2": 1519,
    "postSynthCellCount": 173,
    "postSynthAreaPerCell_um2": 8.780,
    "ys_chip_area_um2": 1519,
    "synth.lib_cells_used.distinct": 29,
    "yosys-stat-cells": 173,
    "synthesis.yosys.warnings": 14,
    "ys_ff": 31
  },
  "min_path": {
    "hold_path_class": "reg -> reg",
    "min_path_cells": 1
  },
  "placed_design": {
    "pre_cts_ws_ns": 3.609,
    "gp_congestion": 0.7882,
    "place.detailed.hpwl_um": 1998,
    "port_buffers": 2
  },
  "timing": {
    "finClkSkew_ns": 0.004993,
    "tightest_slew_ns": 0.7796,
    "max_freq_mhz": 399.4,
    "slew-limit-headroom": 0.4797,
    "layout_min_cycle_time_ns": 2.504,
    "setup_viol": 0,
    "tns_ns": 0,
    "postLayoutSetupSlackWorst_ns": 3.896,
    "rsz0062_at_grt": "no",
    "worst_hold_slack_ns": 0.4592,
    "finalCritPeriodShare": 0.3912,
    "finalHoldViolations": 0,
    "slew_violations": 0
  },
  "routing": {
    "detail_route.vias_per_cell": 5.148,
    "vias": 1251,
    "detail-route-antenna-nets": 0,
    "detail_route.wl_per_cell_um": 12.28,
    "drt_pass1_iterations": 4,
    "detail_route.drc_violations": 0,
    "insertedDiodeCount": 0,
    "drt_wl_total_um": 2984,
    "drt_iter0_drc": 58
  },
  "power_and_ir_drop": {
    "ir_worst_vdd_v": 0.0001260,
    "static-leakage-power_nw": 0.5466,
    "power.density_cell_area_nw_per_um2": 219.3,
    "total_power_mw": 0.3660
  },
  "status": {
    "outcome": "complete, no violations"
  },
  "cells_and_area": {
    "layout.filler_cells": 477,
    "finish.utilization": 0.3488,
    "layout-drive-gt1-share": 0.05682,
    "flow.area_growth_from_synthesis_pct": 9.885
  },
  "run": {
    "drv.max_cap_violation_count": 0,
    "stage_log_warnings": 26
  }
}
-- through the flow --
stage	instances	cell area [µm²]
floorplan	173	1519
global placement	236	1582
detailed placement	236	1582
CTS	243	1669
global route	243	1669
finish	243	1669
-- path summary, 6_finish.rpt --
kind,end,from,slack (ns)
max,PC_call.pc_inout[7],switch,3.90
min,PC_call.pc_inout[2],PC_call.pc_inout[2],0.46
max reg2reg,PC_call.pc_inout[31],PC_call.pc_inout[4],4.44
min reg2reg,PC_call.pc_inout[2],PC_call.pc_inout[2],0.46
-- critical path, delay by kind of cell --
family | cells | cell delay, ns
buffers and inverters | 2 | 1.24
and+or+nand+nor | 1 | 0.12
-- cell type report --
class	instances	area, µm²	share of cell area
multi-input combinational	132	842.1	0.5045
sequential	31	620.6	0.3718
tap	67	83.83	0.05022
clock buffer	6	82.58	0.04948
timing repair buffer	2	20.02	0.01199
inverter	4	15.01	0.008996
clock inverter	1	5.005	0.002999
-- placed cells by master (no fill, tap or decap) --
master / count
sky130_fd_sc_hd__and4_1: 4
sky130_fd_sc_hd__nor4_1: 7
sky130_fd_sc_hd__o21a_1: 1
sky130_fd_sc_hd__and3_1: 4
sky130_fd_sc_hd__dfxtp_1: 31
sky130_fd_sc_hd__clkinv_2: 1
sky130_fd_sc_hd__nand2_1: 17
sky130_fd_sc_hd__or3_1: 6
sky130_fd_sc_hd__clkdlybuf4s50_1: 2
sky130_fd_sc_hd__nand2b_1: 2
sky130_fd_sc_hd__nor2_1: 11
sky130_fd_sc_hd__nor4b_1: 2
sky130_fd_sc_hd__nand3_1: 7
sky130_fd_sc_hd__or4_1: 8
sky130_fd_sc_hd__nor3_1: 1
sky130_fd_sc_hd__mux2i_1: 2
sky130_fd_sc_hd__a21oi_1: 14
sky130_fd_sc_hd__nand4_4: 2
sky130_fd_sc_hd__ha_1: 2
sky130_fd_sc_hd__inv_1: 4
sky130_fd_sc_hd__xor2_1: 8
sky130_fd_sc_hd__o31a_1: 1
sky130_fd_sc_hd__nand4_2: 1
sky130_fd_sc_hd__and2_1: 5
sky130_fd_sc_hd__o31ai_1: 8
sky130_fd_sc_hd__o21ai_0: 7
sky130_fd_sc_hd__xnor2_1: 3
sky130_fd_sc_hd__nand4_1: 9
sky130_fd_sc_hd__clkbuf_8: 6
-- registers in the layout, summed over array words and instances (netlist names) --
signal / cells
PC_call.pc_inout: 30
out: 1
-- metal layers --
metal | vias up | part of all wire | global-route usage
met4 | 0 | 0.019 | 0.02397
met3 | 7 | 0.038 | 0.03221
met1 | 578 | 0.52 | 0.1861
li1 | 651 | - | -
met2 | 15 | 0.43 | 0.1986
met5 | - | 0 | 0
-- synthesized netlist by cell type --
cell | count | share of area
sky130_fd_sc_hd__and3_1 | 4 | 0.016
sky130_fd_sc_hd__or4_1 | 8 | 0.040
sky130_fd_sc_hd__dfxtp_1 | 31 | 0.41
sky130_fd_sc_hd__ha_1 | 2 | 0.016
sky130_fd_sc_hd__clkbuf_1 | 3 | 0.0074
sky130_fd_sc_hd__and2_1 | 5 | 0.021
sky130_fd_sc_hd__nor3_1 | 1 | 0.0033
sky130_fd_sc_hd__mux2i_1 | 2 | 0.013
sky130_fd_sc_hd__buf_4 | 1 | 0.0049
sky130_fd_sc_hd__xor2_1 | 8 | 0.046
sky130_fd_sc_hd__xnor2_1 | 3 | 0.017
sky130_fd_sc_hd__or3_1 | 6 | 0.025
sky130_fd_sc_hd__nand4_1 | 9 | 0.037
sky130_fd_sc_hd__o21a_1 | 1 | 0.0049
sky130_fd_sc_hd__o31ai_1 | 8 | 0.040
sky130_fd_sc_hd__o21ai_0 | 7 | 0.023
sky130_fd_sc_hd__nor2_1 | 11 | 0.027
sky130_fd_sc_hd__nand2_1 | 17 | 0.042
sky130_fd_sc_hd__nand4_4 | 2 | 0.028
sky130_fd_sc_hd__nor4_1 | 7 | 0.029
sky130_fd_sc_hd__inv_1 | 4 | 0.0099
sky130_fd_sc_hd__nand4_2 | 1 | 0.0082
sky130_fd_sc_hd__buf_6 | 2 | 0.015
sky130_fd_sc_hd__o31a_1 | 1 | 0.0058
sky130_fd_sc_hd__nand3_1 | 7 | 0.023
sky130_fd_sc_hd__nand2b_1 | 2 | 0.0082
sky130_fd_sc_hd__a21oi_1 | 14 | 0.046
sky130_fd_sc_hd__nor4b_1 | 2 | 0.012
sky130_fd_sc_hd__and4_1 | 4 | 0.023
-- cell families after synthesis --
group | synth area share
adders and majority gates | 0.01647
muxes | 0.01318
buffers and inverters | 0.03706
AOI/OAI and AO/OA | 0.1194
DFF | 0.4086
xor gates and xnor gates | 0.06343
and+or+nand+nor | 0.3418
-- report_power, final --
group | internal [mW] | total, mW | switching [mW]
Combinational | 0.00580 | 0.0137 | 0.00790
Clock | 0.0841 | 0.153 | 0.0686
Sequential | 0.196 | 0.200 | 0.00361
Total | 0.286 | 0.366 | 0.0801
No activity file was given, so power comes from the tool's default toggle rates.
